<file path="design/flow/run.sh">
#!/bin/bash
# OpenROAD 26Q1-2900-gdf79404cd8, Yosys 0.63+post, stock flow scripts
make -C /OpenROAD-flow-scripts/flow DESIGN_CONFIG=/design/flow/config.mk WORK_HOME=/design/flow/orfs finish
</file>
<file path="design/flow/config.mk">
export PLATFORM = sky130hd
export DESIGN_NAME = SPI_slave
export DESIGN_NICKNAME = SPI_slave
export VERILOG_FILES = /design/flow/design.v
export SDC_FILE = /design/flow/constraint.sdc
export NUM_CORES = 4
export LEC_CHECK = 1
export CORE_UTILIZATION = 40
</file>
<file path="design/flow/constraint.sdc">
current_design SPI_slave

set clk_period 7.6
set clk_io_pct 0.2

create_clock -name clk0 -period $clk_period [get_ports {sck}]

set non_clock_inputs [all_inputs -no_clocks]
set_input_delay [expr $clk_period * $clk_io_pct] -clock clk0 $non_clock_inputs
set_output_delay [expr $clk_period * $clk_io_pct] -clock clk0 [all_outputs]
</file>
<file path="design/flow/design.v">
module SPI_slave (rstb,ss,sck,sdin,sdout,done,to_sdram,from_sdram, sclk_out, miso_out, ssel_out);
  input rstb,ss,sck,sdin;
  output sdout;          			 			 
  output reg [31:0] to_sdram;
  input [31:0] from_sdram;
  output reg done;
  output sclk_out, miso_out, ssel_out;
  assign sclk_out = sck;
  assign miso_out = sdout;
  assign ssel_out = ss;  
  reg [31:0] treg;
  reg [31:0] rreg;
  reg [7:0] nb;
  wire sout;
  wire mlb;
  wire tri_en;
  assign mlb =1 ;  
  assign tri_en = 1;	 
  assign sout=mlb?treg[31]:treg[0];
  assign sdout=( (!ss)&&tri_en )?sout:1'bz;  
always @(posedge sck or negedge rstb)
  begin
	 if (rstb==0)
		begin rreg = 32'h00;  to_sdram = 32'h00; done = 0; nb = 0; end  
	else begin
		if (!ss) begin 
			if(mlb==0)   
				begin rreg ={sdin,rreg[31:1]}; end
			else      
				begin rreg ={rreg[30:0],sdin}; end  
			nb=nb+8'b1;
			if(nb!=8'h20) begin			 
				done=0;
			end 
			else begin 						 
				to_sdram=rreg; 			 
				done=1; 
				nb=0;  
			end 	 
		end	  
	end  
  end  
always @(negedge sck or negedge rstb)
  begin
	if (rstb==0)
		begin treg = 32'h00000000; end
	else begin
		if(!ss) begin			
			if(nb==0) treg=from_sdram;
			else begin
			   if(mlb==0)   
					begin treg = {1'b1,treg[31:1]}; end
			   else      
					begin treg = {treg[30:0],1'b1}; end			
			end
		end  
	 end  
  end  
endmodule
</file>
==> impl_metrics.csv <==
group,metric,value,unit
outcome,outcome,"complete, no violations",
yosys,syn-instance-count,335,
yosys,ys_ff,104,
pwr,intPower,1.11,mW
final_timing,slew_violations,0,
yosys,syn_avg_cell_area,13.0,um^2
cts,cts_hold_buf,0,
cts,cts_tree,"done",
final_timing,fin_tns_setup,0,ns
final_layout,register_area,2600,um^2
yosys,yosys_cells,335,
placement,place.gp.congestion,0.780,
pwr,p_leak,2.61,nW
global_routing,grt_pass1_wl,12700,um
die,num_rows,37,
final_layout,logic_area,1620,um^2
pwr,combinationalPowerShare,0.180,
final_layout,syn_to_final_growth,24.4,%
yosys,ys_warn_count,2,
cts,postCtsSetupBuffers,0,
final_layout,final.fill_count,918,
run,openroad.warnings,28,
yosys,syn_area,4370,um^2
critical_path,cp_data_required_time,6.08,ns
die,dieArea,11300,um^2
critical_path,r2r_cells,7,
critical_path,cp.depth,1,
critical_path,cp.arrival,5.18,ns
final_timing,slew_headroom,0.518,
yosys,synthDistinctLibCells,31,
yosys,yosys.area.top_type,"dfrtp_1",
pwr,total_power,1.51,mW
critical_path,worstSetupPathType,"register to output pin",
critical_path,critPathCaptureType,"output pin",
critical_path,timing.critical_path.slowest_stage_cell,"clkdlybuf4s50_1",
die,core,10500,um^2
routing,vias,2647,
yosys,yosys.area.top_type_share,0.412,
placement,dp_slack,1.28,ns
routing,drtPass1Iterations,4,
placement,port_buffers,72,
routing,drt_iter0_drc,90,
min_path,hold_class,"register to register",
routing,wl_per_cell,14.0,um
critical_path,cpLargestDelayFamily,"buffers and inverters",
cts,cts_resized,0,
global_routing,antenna_found_initial,0,
cts,clkTransAtPathRegs,0.07,ns
final_timing,rsz0062_at_grt,"no",
routing,routed_wl,7590,um
critical_path,crit_path_max_fanout,3,
final_timing,hold_viol_final,0,
routing,ant_nets,0,
yosys,ys_seq_frac,0.596,
die,fp-utilization,0.418,
final_timing,setup_viol,0,
min_path,holdPathStages,2,
routing,antenna_cells,0,
critical_path,start_kind,"register",
die,chipWidth,107,um
final_layout,final_layout_size_suffix_gt1_frac,0.224,
yosys,ys_chip_area,4370,um^2
placement,dpl.hpwl,4670,um
final_layout,finish.instance_area,5440,um^2
pwr,ir_worst_vdd,0.000155,V
critical_path,path_buffers,1,
routing,avgViaCountPerCell,4.87,
final_timing,fin_ws,0.901,ns
run,drv_cap,0,
final_timing,finClkSkew,0.00932,ns
pwr,p_sw_frac,0.267,
pwr,p_switching,0.404,mW
yosys,area_leaders,"dfrtp_1 41%, dfrtn_1 18%, mux2_2 16%",
global_routing,overflow,0,
final_timing,hold_slack,0.425,ns
die,die_h,107,um
routing,drc,0,
pwr,p_clk_frac,0.292,
global_routing,grt_pass1_vias,2691,
final_timing,tightestPinTransition,0.723,ns
pwr,p_per_area,279,nW/um^2
cts,insertion_delay,0.47,ns
global_routing,grt_usage,0.145,
global_routing,grt_max_degree,83,
placement,place_area,5150,um^2
critical_path,crit_path_max_incr_delay,0.47,ns
critical_path,worstPathCellList,"clkdlybuf4s50_1",
pwr,seqPwrFrac,0.528,
die,io_pins,73,
==> layout by cell type (no fill, tap or decap), types with 2 or more instances in the layout <==
cell,Yosys,layout
o21ai_0,33,33
mux2_2,62,62
nand3_1,2,2
bufinv_16,0,2
dfrtn_1,32,32
nand2_1,40,39
inv_8,0,2
mux2i_1,31,31
clkbuf_8,0,12
clkdlybuf4s50_1,0,70
a21oi_1,2,2
nor2_1,2,2
xnor2_1,2,2
dfrtp_1,72,72
xor2_1,7,7
nand2b_1,2,2
nor3_1,7,7
inv_1,3,3
ha_1,3,3
buf_4,4,7
==> power groups by stage <==
stage | sequential (mW) | combinational [mW] | clock [mW]
4_1_cts | 0.799 | 0.277 | 0.461
5_1_grt | 0.821 | 0.306 | 0.483
6_report | 0.799 | 0.272 | 0.443
==> final timing paths <==
path,endpoint,slack (ns),startpoint
worst max-delay path,miso_out,0.90,treg[31]
worst min-delay path,treg[14],0.42,treg[14]
worst max register to register,treg[21],1.51,nb[0]
worst min register to register,treg[14],0.42,treg[14]
max in group asynchronous,treg[28],2.60,rstb
min in group asynchronous,nb[0],1.44,rstb
==> layout make-up <==
cell class,count,area share
repair buffers,76,0.137
multi-input cells,204,0.298
flip-flops and latches,104,0.479
well taps,136,0.0313
clock inverters,7,0.0212
clock buffers,13,0.0322
inverters,3,0.00207
==> metal layers <==
metal	track usage	routed length [um]	vias up
li1	-	-	1285
met1	0.228	3690	1300
met2	0.213	3370	56
met3	0.0407	427	6
met4	0.0245	112	0
met5	0	0	-
==> logic make-up after synthesis <==
group / synth area share
flops: 0.596
fa+ha+maj: 0.00859
compound gates: 0.0452
xor+xnor: 0.0180
mux: 0.233
buf+inv: 0.0346
simple gates: 0.0644
==> stage by stage <==
step	std cells	util
2_1_floorplan	335	-
3_3_place_gp	524	0.493
3_5_place_dp	524	0.493
4_1_cts	543	0.519
5_1_grt	543	0.519
6_report	543	0.519
==> synthesized netlist by cell type <==
cell,instances
mux2_2,62
a21o_1,1
clkbuf_1,12
and4_1,1
mux2_1,1
o21ai_0,33
mux2i_1,31
buf_2,3
inv_1,3
nor2_1,2
dfrtn_1,32
dfrtp_1,72
nand4b_1,1
xnor2_1,2
nand4_1,1
nand3_1,2
nor4_4,1
o22ai_1,1
a32oi_1,1
and2_1,1
clkbuf_2,1
buf_6,4
ha_1,3
a21oi_1,2
nand2_1,40
buf_4,4
nor3_1,7
nor4b_1,1
xor2_1,7
nand2b_1,2
or2_2,1
==> registers in the layout, summed over array words and instances, names as in the netlist <==
| name | count |
|---|---|
| rreg | 31 |
| done | 1 |
| to_sdram | 32 |
| treg | 32 |
| nb | 8 |
Power is estimated from default activity; no workload was simulated.
