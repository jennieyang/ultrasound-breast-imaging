**flow/run.sh**
```bash
#!/bin/bash
# OpenROAD 26Q1-2900-gdf79404cd8, Yosys 0.63+post, stock flow scripts
make -C /OpenROAD-flow-scripts/flow DESIGN_CONFIG=/design/flow/config.mk WORK_HOME=/design/flow/orfs finish
```
**flow/config.mk**
```make
export PLATFORM = sky130hd
export DESIGN_NAME = sdram_read
export DESIGN_NICKNAME = sdram_read
export VERILOG_FILES = /design/flow/design.v
export SDC_FILE = /design/flow/constraint.sdc
export NUM_CORES = 4
export LEC_CHECK = 1
export CORE_UTILIZATION = 50
```
**flow/constraint.sdc**
```tcl
current_design sdram_read

set clk_period 5.1
set clk_io_pct 0.2

create_clock -name clk0 -period $clk_period [get_ports {clk}]

set non_clock_inputs [all_inputs -no_clocks]
set_input_delay [expr $clk_period * $clk_io_pct] -clock clk0 $non_clock_inputs
set_output_delay [expr $clk_period * $clk_io_pct] -clock clk0 [all_outputs]
```
**flow/design.v**
```verilog
module sdram_read( 
	input clk,
	input reset_n,
	input start_read,
	input read_control_done,
	input read_control_early_done,
	input [31:0] user_read_buffer_data,
	input user_read_data_available,
	output read_control_fixed_location,
	output [31:0] control_read_base,
	output [31:0] control_read_length,
	output reg read_control_go,
	output reg user_read_ack,
	output reg [31:0] data_to_spi
);
reg [31:0] start_address = 32'h0;					 
wire [31:0] num_bytes = 32'h00000040;						 
assign read_control_fixed_location = 1;			 
assign control_read_base = start_address;			
assign control_read_length = num_bytes;	
reg [1:0] state = 2'b00;
reg [31:0] data_in;
always @ (posedge clk or negedge reset_n)
	begin
	if (reset_n == 0)
		begin
			read_control_go <= 0;
			user_read_ack <= 0;
			state <= 2'b00;
		end  
	else begin
		case (state)
			2'b00: begin						
				if (start_read == 0) begin
					state <= 2'b00;
					user_read_ack <= 0;
					read_control_go <= 0;
				end else begin
					user_read_ack <= 0;
					read_control_go <= 1;
					state <= 2'b01;
				end
			end  
			2'b01: begin
				read_control_go <= 0;
				user_read_ack <= 0;
				if (user_read_data_available == 1) begin	
					state <= 2'b10;
				end else begin
					state <= 2'b01;
				end
			end  
			2'b10: begin
				data_in <= user_read_buffer_data;		 
				state <= 2'b11;
			end  
			2'b11: begin
				data_to_spi <= data_in;
				user_read_ack <= 1;
				if (read_control_done == 1) begin
					start_address <= (start_address + num_bytes);
					state <= 2'b00;
				end else begin
					state <= 2'b01;
				end
			end  
		endcase
	end  
end  
endmodule 
```
==> flow_metrics.py <==
# Generated from Yosys and OpenROAD reports
metrics = {
    "global_route": {
        "grt-ovfl-total": 0,
        "antenna_found_initial": 0,
        "grt_max_degree": 34,
        "first_global_vias": 1658,
        "grt_pass1_wl_mm": 8.58,
        "track_usage": 0.158,
    },
    "floorplanning": {
        "die_width_um": 87.7,
        "fp_util": 0.529,
        "die_h_um": 87.7,
        "pin_count": 137,
        "rows": 30,
        "dieArea_sq_um": 7690,
        "core_sq_um": 6940,
    },
    "layout": {
        "fin_area_sq_um": 4850,
        "area_growth_pct": 32.0,
        "layout.cells.most_common": "clkdlybuf4s50_1",
        "fillers": 466,
        "final_cells": 424,
        "drive_above_1_share": 0.0732,
        "mostFrequentLayoutCells": "clkdlybuf4s50_1, edfxtp_1, conb_1, xnor2_1, nand3_1",
    },
    "worst_hold_path": {
        "whs_endpoint": "data_to_spi[22]",
        "hp-class": "reg2reg",
        "whs_path_depth": 0,
        "hp-start": "data_in[22]",
    },
    "place": {
        "gp_congestion": 0.757,
        "dpl-instance-area_sq_um": 4630,
        "hpwl_mm": 3.84,
        "port_buffers": 96,
        "placed_cells": 408,
    },
    "drt": {
        "remaining_drc_errors": 0,
        "vias_per_cell": 4.61,
        "first_pass_iters": 4,
        "drt-wirelength-per-cell_um": 13.3,
        "diodes": 0,
        "ant_nets": 0,
        "drt_iter0_drc": 113,
        "drt_wl_total_mm": 5.62,
        "num_vias": 1956,
    },
    "power": {
        "p_clk_frac": 0.300,
        "swShare": 0.213,
        "p_comb_frac": 0.119,
        "internal_power_w": 0.00138,
        "p_leak_nw": 1.72,
        "switchingPower_w": 0.000374,
        "sequentialPowerShare": 0.581,
        "powerDensity_nw_per_um2": 362,
        "irDropWorstVdd_v": 0.000236,
    },
    "clock_tree": {
        "tritoncts.num_buffers": 9,
        "htreeDepth": 3,
        "cts.sink_count": 94,
        "clk_latency_ns": 0.35,
        "ctsHoldBuffers": 0,
        "clk_path_buf_depth": 2,
        "cts_root_buf": "clkbuf_8",
        "cts_tree": "yes",
        "cts_setup_buffers": 0,
        "clkTransAtPathRegs_ns": 0.09,
        "cts_resized": 0,
    },
    "run_status": {
        "status": "finished, final reports clean",
    },
    "setup_path": {
        "worstPathRequired_ns": 5.11,
        "cp-start-kind": "input port",
        "critPathMaxFanout": 33,
        "cp-end-kind": "flip-flop",
        "crit_type": "in2reg",
        "reg2reg_depth": 5,
        "rr_endpoint": "start_address[28]",
        "reg2reg_setup_slack_ns": 3.10,
        "r2r_start": "start_address[6]",
        "cp.arrival_ns": 2.70,
    },
    "logic_synthesis": {
        "syn-instance-count": 216,
        "yosys_cells": 216,
        "synth.ff_latch_count": 94,
        "synth_area_sq_um": 3670,
        "synth_cell_type_count": 27,
        "yosys_warnings": 1,
        "syn_avg_cell_area_sq_um": 17.0,
        "ys_seq_frac": 0.763,
        "ys_area_sq_um": 3670,
    },
    "final_timing": {
        "setup_tns_ns": 0,
        "slew_viol_final": 0,
        "setup_viol": 0,
        "finalCritPeriodShare": 0.528,
        "period_needed_ns": 2.69,
        "skew_ns": 0.0149,
        "fmax_ghz": 0.371,
        "final-hold-violation-count": 0,
        "worstMarginPinSlew_ns": 0.539,
        "holdWs_ns": 0.417,
        "grt_setup_unrepaired": "no",
        "max_slew_margin": 0.638,
    },
    "run": {
        "warnings": 27,
        "cap_violations": 0,
    },
}
-- layout make-up --
| class | count | area, sq um | area share |
|---|---|---|---|
| Timing Repair Buffer | 99 | 983 | 0.203 |
| Inverter | 3 | 11.3 | 0.00232 |
| Clock inverter | 6 | 93.8 | 0.0194 |
| Clock buffer | 10 | 128 | 0.0263 |
| Tap cell | 96 | 120 | 0.0248 |
| Multi-Input combinational cell | 116 | 708 | 0.146 |
| Sequential cell | 94 | 2800 | 0.578 |
-- synth_stat cells (all sizes together) --
master,instances,area share
edfxtp,90,0.74
buf,39,0.080
xnor2,17,0.041
nand3,12,0.020
and3,8,0.014
nand4,7,0.012
xor2,7,0.017
nand2,6,0.0061
nor2,6,0.0061
dfrtp,4,0.027
nor4,4,0.015
inv,3,0.0031
conb,2,0.0020
a21oi,1,0.0014
a22o,1,0.0024
and2,1,0.0017
and4,1,0.0024
clkbuf,1,0.0010
ha,1,0.0034
mux2,1,0.0031
nor2b,1,0.0017
nor3,1,0.0014
o21a,1,0.0020
o21ai,1,0.0014
-- critical path, stage by stage --
cell             delay [ns]
clkdlybuf4s50_1        0.60
and3_1                 0.20
buf_4                  0.37
and2_1                 0.18
buf_4                  0.32
-- through the flow --
stage	util	setup WS (ns)	total power, W
after floorplan	-	2.04	0.00111
after global placement	0.666	2.04	0.00125
after detailed placement	0.666	2.02	0.00125
after CTS	0.698	2.39	0.00178
after global routing	0.698	2.29	0.00184
final	0.698	2.41	0.00175
-- metal layers --
metal | global-route usage | wire [um] | up-vias
li1 | - | - | 929
met4 | 0.0343 | 116 | 0
met1 | 0.317 | 2530 | 918
met3 | 0.0267 | 391 | 14
met5 | 0 | 0 | -
met2 | 0.211 | 2580 | 95
-- how the worst max path moves through the flow --
stage / from / endpoint / slack, ns / cells past startpoint
CTS: reset_n / start_address[15] / 2.39 / 5
global route: reset_n / start_address[15] / 2.29 / 5
finish: reset_n / start_address[31] / 2.41 / 5
-- power by group through the flow --
stage	clock network, W	logic (W)	registers [W]
after global routing	0.000574	0.000232	0.00103
final	0.000526	0.000209	0.00102
after CTS	0.000544	0.000214	0.00102
-- state kept, by name, summed over array words and instances (netlist names), named ones only --
name             flops
start_address       26
data_to_spi         32
read_control_go      1
data_in             32
state                1
user_read_ack        1
-- cells by family after synthesis --
family | synth area share
buf+inv | 0.0838
compound gates | 0.00715
other cells | 0.00205
flops | 0.763
simple gates | 0.0801
fa+ha+maj | 0.00341
mux | 0.00307
xor+xnor | 0.0572
No activity file was given, so power comes from the tool's default toggle rates.
